### constraint.sdc
current_design M8_5

set clk_period 8.6
set clk_io_pct 0.2

create_clock -name clk0 -period $clk_period

set non_clock_inputs [all_inputs -no_clocks]
set_input_delay [expr $clk_period * $clk_io_pct] -clock clk0 $non_clock_inputs
set_output_delay [expr $clk_period * $clk_io_pct] -clock clk0 [all_outputs]
### design.v
module M8_5(
    input [7:0] a,
    input [7:0] b,
    output [15:0] Y
);
    wire [3:0] a_L = a[3:0];
    wire [3:0] a_H = a[7:4];
    wire [3:0] b_L = b[3:0];
    wire [3:0] b_H = b[7:4];
    wire [7:0] aL_bL;
    wire [7:0] aL_bH;
    wire [7:0] aH_bL;
    wire [7:0] aH_bH;
    Exact_4x4 Exact_1 (.a(a_L), .b(b_L), .Y(aL_bL));  
    Exact_4x4 Exact_2 (.a(a_L), .b(b_H), .Y(aL_bH));  
    Exact_4x4 Exact_3 (.a(a_H), .b(b_L), .Y(aH_bL));  
    M1_4x4 M1_3 (.a(a_H), .b(b_H), .Y(aH_bH));  
    assign Y = {aH_bH, 8'b0} + {4'b0, aL_bH, 4'b0} + {4'b0, aH_bL, 4'b0} + {8'b0, aL_bL};
endmodule
module Compressor_4_2_Table_4(
    input x1, x2, x3, x4,
    output sum, carry
);
assign sum = x1 | x3;
assign carry = x2 | x4;
endmodule
module Compressor_4_2_Table_5(
    input x1, x2, x3, x4,
    output sum, carry
);
assign sum = x1 | x3 | x4;
assign carry = (x1 & x2) | (x3 & x4);
endmodule
module Compressor_4_2_Table_6(
    input x1, x2, x3, x4,
    output sum, carry
);
assign sum = x1 | x2 | x3;
assign carry = x2 | (x3 & x4);
endmodule
module M1_4x4(
    input [3:0] a,
    input [3:0] b,
    output [7:0] Y
);
    wire pp00 = a[0] & b[0];
    wire pp01 = a[0] & b[1];
    wire pp10 = a[1] & b[0];
    wire pp11 = a[1] & b[1];
    wire pp02 = a[0] & b[2];
    wire pp20 = a[2] & b[0];
    wire pp21 = a[2] & b[1];
    wire pp12 = a[1] & b[2];
    wire pp30 = a[3] & b[0];
    wire pp03 = a[0] & b[3];
    wire pp31 = a[3] & b[1];
    wire pp13 = a[1] & b[3];
    wire pp22 = a[2] & b[2];
    wire pp23 = a[2] & b[3];
    wire pp32 = a[3] & b[2];
    wire pp33 = a[3] & b[3];
    assign Y[0] = pp00;
    wire S_1, C_1;
    half_adder HA1 (.A(pp01), .B(pp10), .S(S_1), .C(C_1));
    assign Y[1] = S_1;
    wire S_2, C_2;
    wire P20 = pp20 | pp02;
    wire G20 = pp20 & pp02;
    Compressor_4_2_Table_4 C1 (.x1(P20), .x2(G20), .x3(pp11), .x4(C_1), .sum(S_2), .carry(C_2));
    assign Y[2] = S_2;
    wire S_3, C_3;
    wire G30 = pp30 & pp03;
    wire G21 = pp21 & pp12;
    wire P21 = pp21 | pp12;
    wire P30 = pp30 | pp03;
    Compressor_4_2_Table_5 C2 (.x1(C_2), .x2(G30 | G21), .x3(P21), .x4(P30), .sum(S_3), .carry(C_3));
    assign Y[3] = S_3;
    wire S_4, C_4;
    wire P31 = pp31 | pp13;
    wire G31 = pp31 & pp13;
    wire P22 = pp22 | pp22;
    Compressor_4_2_Table_6 C3 (.x1(P31), .x2(G31), .x3(pp22), .x4(C_3), .sum(S_4), .carry(C_4));
    assign Y[4] = S_4;
    wire S_5, C_5;
    full_adder FA1 (.A(pp32), .B(pp23), .Cin(C_4), .S(S_5), .Cout(C_5));
    assign Y[5] = S_5;
    wire S_6, C_6;
    half_adder HA2 (.A(pp33), .B(C_5), .S(S_6), .C(C_6));
    assign Y[6] = S_6;
    assign Y[7] = C_6;
endmodule
module half_adder(
	input A,
	input B,
	output S,
	output C
);
assign S = A ^ B;
assign C = A & B;
endmodule
module full_adder(
	input A,
	input B,
	input Cin,
	output S,
	output Cout
);
assign S = A ^ B ^ Cin;
assign Cout = (A & B) | (Cin & (A^B));
endmodule
module M8_1(
    input [7:0] a,
    input [7:0] b,
    output [15:0] Y
);
    wire [3:0] a_L = a[3:0];
    wire [3:0] a_H = a[7:4];
    wire [3:0] b_L = b[3:0];
    wire [3:0] b_H = b[7:4];
    wire [7:0] aL_bL;
    wire [7:0] aL_bH;
    wire [7:0] aH_bL;
    wire [7:0] aH_bH;
    M1_4x4 M1_1 (.a(a_L), .b(b_L), .Y(aL_bL));  
    M1_4x4 M1_2 (.a(a_L), .b(b_H), .Y(aL_bH));  
    M1_4x4 M1_3 (.a(a_H), .b(b_L), .Y(aH_bL));  
    M1_4x4 M1_4 (.a(a_H), .b(b_H), .Y(aH_bH));  
    assign Y = {aH_bH, 8'b0} + {4'b0, aL_bH, 4'b0} + {4'b0, aH_bL, 4'b0} + {8'b0, aL_bL};
endmodule
module Exact_4x4(
    input [3:0] a,
    input [3:0] b,
    output [7:0] Y
);
    assign Y = a * b;
endmodule
### run.sh
#!/bin/bash
# OpenROAD 26Q1-2900-gdf79404cd8, Yosys 0.63+post, stock flow scripts
make -C /OpenROAD-flow-scripts/flow DESIGN_CONFIG=/design/flow/config.mk WORK_HOME=/design/flow/orfs finish
### config.mk
export PLATFORM = sky130hd
export DESIGN_NAME = M8_5
export DESIGN_NICKNAME = M8_5
export VERILOG_FILES = /design/flow/design.v
export SDC_FILE = /design/flow/constraint.sdc
export NUM_CORES = 4
export LEC_CHECK = 1
export CORE_UTILIZATION = 30
==> flow.log <==
[metrics] run summary
INFO  metric outcome = finished clean
INFO  metric row_count = 30
INFO  metric die-height = roughly 88 µm
INFO  metric drt.antenna.violating_nets = 0
INFO  metric openroad.warnings = 33
INFO  metric via_per_inst = around 4.5
INFO  metric route.final.wire_length = around 4800 µm
INFO  metric fp.coreArea = roughly 7000 µm²
INFO  metric drt_iter0_drc = between 80 and 90
INFO  metric timing_hold_violations_final = 0
INFO  metric mean_area_per_synthesized_cell = around 8.4 µm²
INFO  metric dp_hpwl = roughly 4200 µm
INFO  metric finalSetupViolations = 0
INFO  metric worstSetupEndpointType = output port
INFO  metric synth_cell_types = 28
INFO  metric tightestPinTransition = 0.335 ns
INFO  metric die_w = a little under 90 µm
INFO  metric clock_buffers = 0
INFO  metric yosys_area = 2220 µm²
INFO  metric worstHoldPathType = input port to output port
INFO  metric grt_setup_unrepaired = yes
INFO  metric power_density = about 240 nW/µm²
INFO  metric grt_max_degree = 11
INFO  metric detailedRoute.firstPassIterationCount = 4
INFO  metric remaining_global_route_overflow = 0
INFO  metric flow.area_growth_from_synthesis = 37.5%
INFO  metric report.power.total = about 0.73 mW
INFO  metric maxSlewHeadroom = between 70 and 80%
INFO  metric post_synth_inst_count = about 260
INFO  metric seqCellArea = 0 µm²
INFO  metric critical_path_source_type = input port
INFO  metric global_route_usage_over_all_layers = 13.1%
INFO  metric top_cells_by_area = sky130_fd_sc_hd__ha_1 36%, sky130_fd_sc_hd__fa_1 21%, sky130_fd_sc_hd__and2_1 9.0%
INFO  metric route.antenna.diode_count = 0
INFO  metric layout-drive-gt1-share = between 10% and 20%
INFO  metric ir_drop = about 120 µV
INFO  metric critPathArrivalTime = around 6.7 ns
INFO  metric critical_path_peak_fanout = 3
INFO  metric port_buffers = 32
INFO  metric post-route-cell-area = about 3000 µm²
INFO  metric syn_area = around 2200 µm²
INFO  metric final_layout_top_logic_cells = 61 x sky130_fd_sc_hd__ha_1, 44 x sky130_fd_sc_hd__inv_1, 40 x sky130_fd_sc_hd__buf_4, 32 x sky130_fd_sc_hd__and2_1, 27 x sky130_fd_sc_hd__nand2_1
INFO  metric achievable-frequency = between 100 and 150 MHz
INFO  metric globalplace.congestion = about 0.84
INFO  metric synth.yosys.num_cells = about 260
INFO  metric grt_pass1_vias = approximately 1700
INFO  metric chip_area = 7740 µm²
INFO  metric post-route-drc-count = 0
INFO  metric final_layout_top_logic_cell = sky130_fd_sc_hd__ha_1
INFO  metric vias = around 1900
INFO  metric post-route-min-period = 8.42 ns
INFO  metric wire_length_of_the_first_global_routing_pass = about 8000 µm
INFO  metric final.setup.tns = 0 ns
INFO  metric timing.critical_path.required = between 6 and 7 ns
INFO  metric drv_slew = 0
INFO  metric seq_cell_count = 0
INFO  metric yosys_warnings = 0
INFO  metric timing.max_cap.violations = 0
INFO  metric share_of_yosys_cell_area_claimed_by_the_top_area_cell_type = 36.1%
INFO  metric route.detailed.wl_per_inst = 11.2 µm
INFO  metric worst-setup-path-type = input port to output port
INFO  metric synth_sequential_area_ratio = 0%
INFO  metric p_leak = about 1.7 nW
INFO  metric floorplan.core_util = 31.8%
INFO  metric dpl_cell_area = approximately 2900 µm²
INFO  metric hold-path-cell-count = 4
INFO  metric i_o_pin_count = 32
INFO  metric antenna_found_initial = 0
INFO  metric synth_top_cell_by_area = sky130_fd_sc_hd__ha_1
INFO  metric final.period_utilization = between 90% and 100%
INFO  metric num-fill-cells = about 710
final timing paths:
path	from	to	slack, ns
worst max-delay path	a[0]	Y[12]	0.18
worst min-delay path	a[0]	Y[0]	4.38
power by group:
part	internal, mW	leakage (nW)	total [mW]	switching [mW]
combinational	0.434	1.66	0.732	0.297
sequential	0	0	0	0
clock	0	0	0	0
total	0.434	1.66	0.732	0.297
per-stage QoR:
stage,util [%],instances,hold WS [ns],setup WS (ns)
6_report,43.7,429,4.38,0.177
5_1_grt,43.7,429,4.43,-0.0336
4_1_cts,43.1,428,4.40,0.101
3_5_place_dp,42.0,427,4.60,-0.391
3_3_place_gp,42.0,427,4.59,-0.327
2_1_floorplan,-,264,3.51,0.552
layer usage:
| layer | vias up | track usage [%] | share of wire, % |
|---|---|---|---|
| li1 | 1012 | - | - |
| met1 | 876 | 21.3 | 54 |
| met2 | 22 | 20.6 | 44 |
| met3 | 0 | 0.668 | 2.0 |
| met4 | 0 | 0 | 0 |
| met5 | - | 0 | 0 |
worst max-delay path: stages:
cell	delay, ns
sky130_fd_sc_hd__dlygate4sd2_1	0.23
sky130_fd_sc_hd__nand2_1	0.08
sky130_fd_sc_hd__fa_1	0.54
sky130_fd_sc_hd__inv_1	0.05
sky130_fd_sc_hd__fa_1	0.51
sky130_fd_sc_hd__inv_1	0.07
sky130_fd_sc_hd__fa_2	0.55
sky130_fd_sc_hd__inv_1	0.04
sky130_fd_sc_hd__ha_1	0.26
sky130_fd_sc_hd__inv_1	0.05
sky130_fd_sc_hd__fa_2	0.55
sky130_fd_sc_hd__inv_1	0.04
sky130_fd_sc_hd__ha_1	0.29
sky130_fd_sc_hd__ha_1	0.22
sky130_fd_sc_hd__buf_4	0.15
sky130_fd_sc_hd__o21ai_2	0.14
sky130_fd_sc_hd__o21ai_2	0.09
sky130_fd_sc_hd__buf_4	0.14
sky130_fd_sc_hd__a31o_2	0.24
sky130_fd_sc_hd__a21oi_2	0.14
sky130_fd_sc_hd__xnor2_1	0.12
sky130_fd_sc_hd__clkdlybuf4s50_1	0.48
cell families after synthesis:
group	synth area share, %
fa+ha+maj	56.9
simple gates	16.8
buf+inv	7.96
compound gates	11.2
xor+xnor	7.11
timing repair:
action	4_1_cts	5_1_grt
setup endpoints to repair	7	5
hold endpoints to repair	0	0
gates resized	26	15
hold buffers	0	0
setup buffers	1	1
cloned	0	0
pin swaps	16	8
synth_stat cells:
cell,count
sky130_fd_sc_hd__nor2b_1,1
sky130_fd_sc_hd__fa_1,23
sky130_fd_sc_hd__inv_1,44
sky130_fd_sc_hd__nor2_1,6
sky130_fd_sc_hd__a22oi_1,2
sky130_fd_sc_hd__nand4_1,1
sky130_fd_sc_hd__or3_1,1
sky130_fd_sc_hd__a211oi_1,1
sky130_fd_sc_hd__a21oi_1,14
sky130_fd_sc_hd__a2111oi_1,1
sky130_fd_sc_hd__o21bai_1,3
sky130_fd_sc_hd__o21ai_0,3
sky130_fd_sc_hd__and2_1,32
sky130_fd_sc_hd__o21ai_1,1
sky130_fd_sc_hd__xor2_1,5
sky130_fd_sc_hd__a31oi_1,2
sky130_fd_sc_hd__a311oi_1,1
sky130_fd_sc_hd__o2111ai_1,1
sky130_fd_sc_hd__clkbuf_1,3
sky130_fd_sc_hd__ha_1,64
sky130_fd_sc_hd__nor4_1,1
sky130_fd_sc_hd__nand2_1,28
sky130_fd_sc_hd__a21o_1,5
sky130_fd_sc_hd__a222oi_1,1
sky130_fd_sc_hd__xnor2_1,13
sky130_fd_sc_hd__a31o_2,1
sky130_fd_sc_hd__nand3_1,4
sky130_fd_sc_hd__a22o_1,2
cell type report:
class | instances | area [µm²] | share of cell area (%)
inverters | 44 | 165 | 5.42
multi-input cells | 217 | 2160 | 70.9
well taps | 96 | 120 | 3.94
repair buffers | 72 | 602 | 19.7
Power figures rest on the tool's default switching activity, not on a simulated workload.
