[flow/config.mk]
export PLATFORM = sky130hd
export DESIGN_NAME = M8_1
export DESIGN_NICKNAME = M8_1
export VERILOG_FILES = /design/flow/design.v
export SDC_FILE = /design/flow/constraint.sdc
export NUM_CORES = 4
export LEC_CHECK = 1
export CORE_UTILIZATION = 30
[flow/constraint.sdc]
current_design M8_1

set clk_period 8.3
set clk_io_pct 0.2

create_clock -name clk0 -period $clk_period

set non_clock_inputs [all_inputs -no_clocks]
set_input_delay [expr $clk_period * $clk_io_pct] -clock clk0 $non_clock_inputs
set_output_delay [expr $clk_period * $clk_io_pct] -clock clk0 [all_outputs]
[flow/design.v]
module Compressor_4_2_Table_4(
    input x1, x2, x3, x4,
    output sum, carry
);
assign sum = x1 | x3;
assign carry = x2 | x4;
endmodule
module Compressor_4_2_Table_5(
    input x1, x2, x3, x4,
    output sum, carry
);
assign sum = x1 | x3 | x4;
assign carry = (x1 & x2) | (x3 & x4);
endmodule
module Compressor_4_2_Table_6(
    input x1, x2, x3, x4,
    output sum, carry
);
assign sum = x1 | x2 | x3;
assign carry = x2 | (x3 & x4);
endmodule
module M1_4x4(
    input [3:0] a,
    input [3:0] b,
    output [7:0] Y
);
    wire pp00 = a[0] & b[0];
    wire pp01 = a[0] & b[1];
    wire pp10 = a[1] & b[0];
    wire pp11 = a[1] & b[1];
    wire pp02 = a[0] & b[2];
    wire pp20 = a[2] & b[0];
    wire pp21 = a[2] & b[1];
    wire pp12 = a[1] & b[2];
    wire pp30 = a[3] & b[0];
    wire pp03 = a[0] & b[3];
    wire pp31 = a[3] & b[1];
    wire pp13 = a[1] & b[3];
    wire pp22 = a[2] & b[2];
    wire pp23 = a[2] & b[3];
    wire pp32 = a[3] & b[2];
    wire pp33 = a[3] & b[3];
    assign Y[0] = pp00;
    wire S_1, C_1;
    half_adder HA1 (.A(pp01), .B(pp10), .S(S_1), .C(C_1));
    assign Y[1] = S_1;
    wire S_2, C_2;
    wire P20 = pp20 | pp02;
    wire G20 = pp20 & pp02;
    Compressor_4_2_Table_4 C1 (.x1(P20), .x2(G20), .x3(pp11), .x4(C_1), .sum(S_2), .carry(C_2));
    assign Y[2] = S_2;
    wire S_3, C_3;
    wire G30 = pp30 & pp03;
    wire G21 = pp21 & pp12;
    wire P21 = pp21 | pp12;
    wire P30 = pp30 | pp03;
    Compressor_4_2_Table_5 C2 (.x1(C_2), .x2(G30 | G21), .x3(P21), .x4(P30), .sum(S_3), .carry(C_3));
    assign Y[3] = S_3;
    wire S_4, C_4;
    wire P31 = pp31 | pp13;
    wire G31 = pp31 & pp13;
    wire P22 = pp22 | pp22;
    Compressor_4_2_Table_6 C3 (.x1(P31), .x2(G31), .x3(pp22), .x4(C_3), .sum(S_4), .carry(C_4));
    assign Y[4] = S_4;
    wire S_5, C_5;
    full_adder FA1 (.A(pp32), .B(pp23), .Cin(C_4), .S(S_5), .Cout(C_5));
    assign Y[5] = S_5;
    wire S_6, C_6;
    half_adder HA2 (.A(pp33), .B(C_5), .S(S_6), .C(C_6));
    assign Y[6] = S_6;
    assign Y[7] = C_6;
endmodule
module half_adder(
	input A,
	input B,
	output S,
	output C
);
assign S = A ^ B;
assign C = A & B;
endmodule
module full_adder(
	input A,
	input B,
	input Cin,
	output S,
	output Cout
);
assign S = A ^ B ^ Cin;
assign Cout = (A & B) | (Cin & (A^B));
endmodule
module M8_1(
    input [7:0] a,
    input [7:0] b,
    output [15:0] Y
);
    wire [3:0] a_L = a[3:0];
    wire [3:0] a_H = a[7:4];
    wire [3:0] b_L = b[3:0];
    wire [3:0] b_H = b[7:4];
    wire [7:0] aL_bL;
    wire [7:0] aL_bH;
    wire [7:0] aH_bL;
    wire [7:0] aH_bH;
    M1_4x4 M1_1 (.a(a_L), .b(b_L), .Y(aL_bL));  
    M1_4x4 M1_2 (.a(a_L), .b(b_H), .Y(aL_bH));  
    M1_4x4 M1_3 (.a(a_H), .b(b_L), .Y(aH_bL));  
    M1_4x4 M1_4 (.a(a_H), .b(b_H), .Y(aH_bH));  
    assign Y = {aH_bH, 8'b0} + {4'b0, aL_bH, 4'b0} + {4'b0, aH_bL, 4'b0} + {8'b0, aL_bL};
endmodule
[flow/run.sh]
#!/bin/bash
# OpenROAD 26Q1-2900-gdf79404cd8, Yosys 0.63+post, stock flow scripts
make -C /OpenROAD-flow-scripts/flow DESIGN_CONFIG=/design/flow/config.mk WORK_HOME=/design/flow/orfs finish
==> run notes <==
The run gives 0.859 for the weighted congestion reported at the end of routability-driven placement. The run gives 0 as the number of antenna violations at the first check in global routing. The run gives 7.86 ns for the clock period minus worst slack. In the synthesized netlist, the number of instances is 204. Critical path launch point type: an input pin.

With the cell total in the yosys stat output at 204, the number of warnings issued by yosys is 0. Cells fill 39.7% of the core in the end. The leftover overflow at the end of global routing came out at 0. The run finished with clean final reports.

The report lists the number of standard-cell rows as 24. The gate-level netlist out of Yosys references 34 unique cell types. The height of the die came out at 71.4 um. The first routing iteration left 137 violations. The class of the tightest hold or removal check is input pin to primary output. 32 I/O pins were placed. There are 0 flip-flops and latches. The report shows a maximum critical-path fanout of 3. For this run the detailed placement stage logged an HPWL of 2640 um. The run gives 472 as the number of inserted filler cells in the final layout.

In the hold timing report, the worst path depth is 5. The max-slew violation count came out at 0. The remaining max-slew budget at the tightest pin was 69.9%. The count of buffers inserted at the top-level ports works out to 32. The tools report the via count of the first global-routing pass as 1308. The endpoint of the worst hold path is reported as Y[0]. The sequential cell area was 0 um^2. The data arrival time of the critical path is 6.20 ns.

The setup-violating endpoint count in the final report is 0, and the routed length per placed instance is 12.3 um. The count of unresolved DRC violations after routing was 0; the via density per instance was 5.39. In the global route stage, overall resource usage came out at 14.0%. At the pin with the least slew margin, the transition time is 0.450 ns. For reference, the post-synthesis area per instance comes to 7.09 um^2. The detailed router reported a total wirelength of 3370 um. The floorplan step records an initial core utilization of 32.1%. The signed area change from the synthesized netlist to the final layout is 23.5%.

The synthesized netlist has a Yosys-reported chip area of 0.00145 mm^2. Power spread over the standard cell area amounts to 124 mW/mm^2. The chip occupies 0.00510 mm^2.

After synthesis, flip-flops and latches occupy 0% of the total area. Per the final timing report, the hold violations number 0. The largest net degree at the start of global routing was 17.

The first element of the critical path was b[1]. IR analysis of the VDD net gives a maximum drop of 0.0000965 V. The number of optimization iterations in the first detailed-route pass was 4; the post-cts gate resize count was 0. Once detail routing completed, the nets flagged for antenna violations numbered 0. The final layout reports a setup TNS of 0 ns.

Per the OpenROAD power report, leakage power amounts to 0.860 nW. The routed layout has 1477 vias. The run gives 0.00450 mm^2 for the core region area. Setup repair after global routing left no endpoint under its margin.

In this run, post-CTS hold repair placed 0 buffers. The type of destination of the critical path was a primary output. Antenna repair during routing inserted a diode count of 0.

The achievable frequency was 127 MHz. The first global-routing pass estimated 5900 um of wire. The run gives 0.00145 mm^2 for the post-synthesis cell area. From left edge to right edge, the die measures 71.4 um.

The run gives 221 uW for the total power draw. In this run the tools logged warnings totalling 32. The ratio of final minimum period to clock period works out to 94.7%.

The startpoint of the lowest-slack hold path is a[0]. The run gives 6.64 ns as the data required time at the worst endpoint. Looking at the setup timing report, the critical path kind is input pin to primary output. The post-CTS setup buffer count is 0. The share of layout cells above drive strength 1 is 5.41%, and the final-layout clock buffer total is 0. Max-cap violations in this run came to 0.
stage by stage:
| stage | std cells | hold slack [ns] | setup WS [ns] | cell area [um^2] |
|---|---|---|---|---|
| after floorplan | 204 | 3.59 | 1.40 | 1450 |
| after global placement | 274 | 4.41 | 0.435 | 1790 |
| after detailed placement | 274 | 4.41 | 0.453 | 1790 |
| after CTS | 274 | 4.42 | 0.413 | 1790 |
| after global routing | 274 | 4.48 | 0.0974 | 1790 |
| final | 274 | 4.41 | 0.437 | 1790 |
cell type report:
cell class | count | area (um^2) | area share (%)
Multi-Input combinational cell | 152 | 1240 | 69.2
Timing Repair Buffer | 38 | 365 | 20.4
Inverter | 32 | 120 | 6.72
Tap cell | 52 | 65.1 | 3.64
power by group:
| part | internal [mW] | switching, mW |
|---|---|---|
| Clock | 0 | 0 |
| Sequential | 0 | 0 |
| Combinational | 0.126 | 0.0950 |
worst max-delay path: stages:
cell and delay, ns:
sky130_fd_sc_hd__clkdlybuf4s50_1 0.42, sky130_fd_sc_hd__and2_1 0.17, sky130_fd_sc_hd__ha_1 0.21, sky130_fd_sc_hd__a22oi_1 0.13, sky130_fd_sc_hd__o21ai_0 0.10, sky130_fd_sc_hd__a22oi_1 0.19, sky130_fd_sc_hd__o2bb2ai_1 0.09, sky130_fd_sc_hd__fa_1 0.48
sky130_fd_sc_hd__inv_1 0.05, sky130_fd_sc_hd__fa_1 0.53, sky130_fd_sc_hd__inv_1 0.04, sky130_fd_sc_hd__ha_1 0.23, sky130_fd_sc_hd__fa_1 0.43, sky130_fd_sc_hd__a211oi_1 0.29, sky130_fd_sc_hd__nor2_1 0.12, sky130_fd_sc_hd__nor4_1 0.18
sky130_fd_sc_hd__and4bb_2 0.28, sky130_fd_sc_hd__xor2_1 0.13, sky130_fd_sc_hd__clkdlybuf4s50_1 0.47
routing by layer:
layer | vias up | track usage [%] | wire length, um
li1 | 737 | - | -
met1 | 677 | 21.9 | 1540
met2 | 63 | 23.7 | 1630
met3 | 0 | 0.143 | 192
met4 | 0 | 0 | 0
met5 | - | 0 | 0
worst max path at each step:
stage,endpoint
after CTS,Y[15]
after global routing,Y[13]
final,Y[15]
cells in the mapped netlist:
cell,instances,share of area [%]
sky130_fd_sc_hd__a2111oi_2,1,1.0
sky130_fd_sc_hd__a32oi_1,2,1.2
sky130_fd_sc_hd__nor4bb_1,1,0.69
sky130_fd_sc_hd__xnor2_1,4,2.4
sky130_fd_sc_hd__a21oi_2,1,0.61
sky130_fd_sc_hd__o21a_1,1,0.52
sky130_fd_sc_hd__nand3_1,2,0.69
sky130_fd_sc_hd__a31o_2,2,1.2
sky130_fd_sc_hd__o22ai_1,1,0.43
sky130_fd_sc_hd__ha_1,16,14
sky130_fd_sc_hd__xor2_1,3,1.8
sky130_fd_sc_hd__a21oi_1,14,4.8
sky130_fd_sc_hd__nor3_1,1,0.35
sky130_fd_sc_hd__o2bb2ai_1,2,1.2
sky130_fd_sc_hd__fa_1,13,18
sky130_fd_sc_hd__o21ai_2,1,0.61
sky130_fd_sc_hd__o21bai_1,2,1.0
sky130_fd_sc_hd__clkbuf_1,16,4.2
sky130_fd_sc_hd__inv_1,32,8.3
sky130_fd_sc_hd__and3_1,1,0.43
sky130_fd_sc_hd__and2_1,18,7.8
sky130_fd_sc_hd__a222oi_1,5,3.5
sky130_fd_sc_hd__nand2_1,23,6.0
sky130_fd_sc_hd__and4bb_2,1,0.86
sky130_fd_sc_hd__nor2_1,5,1.3
sky130_fd_sc_hd__buf_4,4,2.1
sky130_fd_sc_hd__a211o_1,1,0.61
sky130_fd_sc_hd__a22o_1,1,0.61
sky130_fd_sc_hd__a32o_1,1,0.69
sky130_fd_sc_hd__nor4_1,1,0.43
sky130_fd_sc_hd__a21o_1,4,2.1
sky130_fd_sc_hd__a211oi_1,4,2.1
sky130_fd_sc_hd__o21ai_0,10,3.5
sky130_fd_sc_hd__a22oi_1,10,5.2
placed cells by master (no fill, tap or decap), types with 2 or more instances in the layout:
cell type	netlist	layout
sky130_fd_sc_hd__ha_1	16	16
sky130_fd_sc_hd__xnor2_1	4	4
sky130_fd_sc_hd__buf_4	4	6
sky130_fd_sc_hd__a21o_1	4	4
sky130_fd_sc_hd__a31o_2	2	2
sky130_fd_sc_hd__a22oi_1	10	10
sky130_fd_sc_hd__a32oi_1	2	2
sky130_fd_sc_hd__o2bb2ai_1	2	2
sky130_fd_sc_hd__o21ai_0	10	10
sky130_fd_sc_hd__fa_1	13	13
sky130_fd_sc_hd__xor2_1	3	3
sky130_fd_sc_hd__inv_1	32	32
sky130_fd_sc_hd__a222oi_1	5	5
sky130_fd_sc_hd__a21oi_1	14	14
sky130_fd_sc_hd__a211oi_1	4	4
sky130_fd_sc_hd__nand2_1	23	23
sky130_fd_sc_hd__and2_1	18	18
sky130_fd_sc_hd__nor2_1	5	5
sky130_fd_sc_hd__o21bai_1	2	2
sky130_fd_sc_hd__clkdlybuf4s50_1	0	32
sky130_fd_sc_hd__nand3_1	2	2
kinds of logic after synthesis:
logic type | Yosys count | share of synthesized area [%]
simple gates | 53 | 18.5
compound gates | 63 | 30.9
buf+inv | 52 | 14.5
xor+xnor | 7 | 4.24
fa+ha+maj | 29 | 31.8
No activity file was given, so power comes from the tool's default toggle rates.
