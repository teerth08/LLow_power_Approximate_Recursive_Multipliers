### ./run.sh
#!/bin/bash
# OpenROAD 26Q1-2900-gdf79404cd8, Yosys 0.63+post, stock flow scripts
make -C /OpenROAD-flow-scripts/flow DESIGN_CONFIG=/design/flow/config.mk WORK_HOME=/design/flow/orfs finish
### ./config.mk
export PLATFORM = sky130hd
export DESIGN_NAME = M8_3
export DESIGN_NICKNAME = M8_3
export VERILOG_FILES = /design/flow/design.v
export SDC_FILE = /design/flow/constraint.sdc
export NUM_CORES = 4
export LEC_CHECK = 1
export CORE_UTILIZATION = 40
### ./constraint.sdc
current_design M8_3

set clk_period 11.5
set clk_io_pct 0.2

create_clock -name clk0 -period $clk_period

set non_clock_inputs [all_inputs -no_clocks]
set_input_delay [expr $clk_period * $clk_io_pct] -clock clk0 $non_clock_inputs
set_output_delay [expr $clk_period * $clk_io_pct] -clock clk0 [all_outputs]
### ./design.v
module M8_3(
    input [7:0] a,
    input [7:0] b,
    output [15:0] Y
);
    wire [3:0] a_L = a[3:0];
    wire [3:0] a_H = a[7:4];
    wire [3:0] b_L = b[3:0];
    wire [3:0] b_H = b[7:4];
    wire [7:0] aL_bL;
    wire [7:0] aL_bH;
    wire [7:0] aH_bL;
    wire [7:0] aH_bH;
    Exact_4x4 M1_1 (.a(a_L), .b(b_L), .Y(aL_bL));  
    M1_4x4 M1_2 (.a(a_L), .b(b_H), .Y(aL_bH));  
    M1_4x4 M1_3 (.a(a_H), .b(b_L), .Y(aH_bL));  
    M1_4x4 M1_4 (.a(a_H), .b(b_H), .Y(aH_bH));  
    assign Y = {aH_bH, 8'b0} + {4'b0, aL_bH, 4'b0} + {4'b0, aH_bL, 4'b0} + {8'b0, aL_bL};
endmodule
module Compressor_4_2_Table_4(
    input x1, x2, x3, x4,
    output sum, carry
);
assign sum = x1 | x3;
assign carry = x2 | x4;
endmodule
module Compressor_4_2_Table_5(
    input x1, x2, x3, x4,
    output sum, carry
);
assign sum = x1 | x3 | x4;
assign carry = (x1 & x2) | (x3 & x4);
endmodule
module Compressor_4_2_Table_6(
    input x1, x2, x3, x4,
    output sum, carry
);
assign sum = x1 | x2 | x3;
assign carry = x2 | (x3 & x4);
endmodule
module M1_4x4(
    input [3:0] a,
    input [3:0] b,
    output [7:0] Y
);
    wire pp00 = a[0] & b[0];
    wire pp01 = a[0] & b[1];
    wire pp10 = a[1] & b[0];
    wire pp11 = a[1] & b[1];
    wire pp02 = a[0] & b[2];
    wire pp20 = a[2] & b[0];
    wire pp21 = a[2] & b[1];
    wire pp12 = a[1] & b[2];
    wire pp30 = a[3] & b[0];
    wire pp03 = a[0] & b[3];
    wire pp31 = a[3] & b[1];
    wire pp13 = a[1] & b[3];
    wire pp22 = a[2] & b[2];
    wire pp23 = a[2] & b[3];
    wire pp32 = a[3] & b[2];
    wire pp33 = a[3] & b[3];
    assign Y[0] = pp00;
    wire S_1, C_1;
    half_adder HA1 (.A(pp01), .B(pp10), .S(S_1), .C(C_1));
    assign Y[1] = S_1;
    wire S_2, C_2;
    wire P20 = pp20 | pp02;
    wire G20 = pp20 & pp02;
    Compressor_4_2_Table_4 C1 (.x1(P20), .x2(G20), .x3(pp11), .x4(C_1), .sum(S_2), .carry(C_2));
    assign Y[2] = S_2;
    wire S_3, C_3;
    wire G30 = pp30 & pp03;
    wire G21 = pp21 & pp12;
    wire P21 = pp21 | pp12;
    wire P30 = pp30 | pp03;
    Compressor_4_2_Table_5 C2 (.x1(C_2), .x2(G30 | G21), .x3(P21), .x4(P30), .sum(S_3), .carry(C_3));
    assign Y[3] = S_3;
    wire S_4, C_4;
    wire P31 = pp31 | pp13;
    wire G31 = pp31 & pp13;
    wire P22 = pp22 | pp22;
    Compressor_4_2_Table_6 C3 (.x1(P31), .x2(G31), .x3(pp22), .x4(C_3), .sum(S_4), .carry(C_4));
    assign Y[4] = S_4;
    wire S_5, C_5;
    full_adder FA1 (.A(pp32), .B(pp23), .Cin(C_4), .S(S_5), .Cout(C_5));
    assign Y[5] = S_5;
    wire S_6, C_6;
    half_adder HA2 (.A(pp33), .B(C_5), .S(S_6), .C(C_6));
    assign Y[6] = S_6;
    assign Y[7] = C_6;
endmodule
module half_adder(
	input A,
	input B,
	output S,
	output C
);
assign S = A ^ B;
assign C = A & B;
endmodule
module full_adder(
	input A,
	input B,
	input Cin,
	output S,
	output Cout
);
assign S = A ^ B ^ Cin;
assign Cout = (A & B) | (Cin & (A^B));
endmodule
module M8_1(
    input [7:0] a,
    input [7:0] b,
    output [15:0] Y
);
    wire [3:0] a_L = a[3:0];
    wire [3:0] a_H = a[7:4];
    wire [3:0] b_L = b[3:0];
    wire [3:0] b_H = b[7:4];
    wire [7:0] aL_bL;
    wire [7:0] aL_bH;
    wire [7:0] aH_bL;
    wire [7:0] aH_bH;
    M1_4x4 M1_1 (.a(a_L), .b(b_L), .Y(aL_bL));  
    M1_4x4 M1_2 (.a(a_L), .b(b_H), .Y(aL_bH));  
    M1_4x4 M1_3 (.a(a_H), .b(b_L), .Y(aH_bL));  
    M1_4x4 M1_4 (.a(a_H), .b(b_H), .Y(aH_bH));  
    assign Y = {aH_bH, 8'b0} + {4'b0, aL_bH, 4'b0} + {4'b0, aH_bL, 4'b0} + {8'b0, aL_bL};
endmodule
module Exact_4x4(
    input [3:0] a,
    input [3:0] b,
    output [7:0] Y
);
    assign Y = a * b;
endmodule
==> GITHUB_STEP_SUMMARY <==
## Synthesis and layout report

| Metric | Value |
|---|---|
| Die area | 4930 um^2 |
| Synthesized area per cell | 7.95 um^2 |
| Req. time, crit path | 9200 ps |
| Final instance area | 2210 um^2 |
| Height of the die | 70.2 um |
| WL final | 3.77 mm |
| Post-synthesis cell count | 234 |
| Largest net degree at the start of global routing | 12 |
| Worst VDD drop | 0.143 mV |
| Worst slew pin tran | 421 ps |
| Sequential Area | 0 um^2 |
| Crit. End Element | primary output |
| Residual DRC | 0 |
| Routed vias | 1643 |
| Final max-slew violation count | 0 |
| Mux area share | 0% |
| Router iterations before antenna repair | 4 |
| CORE AREA | 4410 um^2 |
| Seq share, synth | 0% |
| Endpoint, Worst Hold | Y[0] |
| Initial DRC Count | 120 |
| Clk_buf instances | 0 |
| Min Hold Slack | 5730 ps |
| Dpl ws | 1790 ps |
| Width of the die | 70.2 um |
| Fin. Hold Viols | 0 |
| Hold Crit Depth | 3 |
| Cell Area, Synth | 1860 um^2 |
| ANT nets after route | 0 |
| Hold buffer count at cts | 0 |
| # rows | 24 |
| FFs & Latches | 0 |
| Logic pwr share | 100.0% |
| Yosys xor share | 4.24% |
| First-pass GRT wire length | 6.69 mm |
| FP Core Util | 42.1% |
| Post-CTS Setup Bufs | 0 |
| Vias in the first global route | 1474 |
| Status | finished clean |
| Comb area leader | adder cells |
| I/O Buffers | 32 |
| Final setup violation count | 0 |
| RSZ-0062 raised after global routing | false |
| Clock power share | 0% |
| DPL Wire Length | 3.13 mm |
| Ratio of cells with drive above 1 in the final layout | 2.33% |
| OpenROAD warnings | 32 |
| Crit path time final | 9710 ps |
| Antenna violations before repair | 0 |
| Final worst slack | 1790 ps |
| Simple share | 18.7% |
| Adder Share, Synth | 48.4% |
| HP Start | a[0] |
| Vias/cell | 5.32 |
| Met2 WL post-DR | 1.84 mm |
| Chip Area, Yosys | 1860 um^2 |
| Avg WL per Cell | 12.2 um |
| Metal3 WL | 139 um |
| Fmax | 0.103 GHz |
| Congestion Overflow GR | 0 |
| Layout area overhead | 18.9% |
| Power Density | 110 nW/um^2 |
| Data arrival time of the critical path | 7410 ps |
| CP Max Fanout | 11 |
| M1 WL | 1.77 mm |
| Hold Crit Class | input port to primary output |
| Startpoint Class | input port |
| DR top layer | met4 |
| Compound Share, Synth | 18.8% |
| Int Pwr | 139 uW |
| Max-cap viol count | 0 |
| Synth cell types | 37 |
| Placer Congestion | 0.922 |
| Top Ports | 32 |
| Layout fillers | 434 |
| Cts repair resizes | 0 |
| Slew margin rel. | 71.9% |
| Sw Share | 42.8% |
| Period utilization | 84.4% |
| Sw Pwr | 104 uW |
| Setup Crit Path Kind | input port to primary output |
| Gr usage total | 16.8% |
| Flop pwr share | 0% |
| Yosys Warn Count | 0 |
| N_diodes | 0 |
| Leak pwr | 1.14 nW |
| Sum Neg Setup Slack | 0 ps |
| Design Power | 244 uW |
| Yosys stat cell total | 234 |
| Placed cell areas | 2210 um^2 |
## per-layer routing
metal,global-route usage (%),vias to the layer above
met3,0.584,2
li1,-,840
met5,0,-
met4,0.889,0
met2,27.0,31
met1,27.2,770
## stage by stage
stage,cells,util (%)
4_1_cts,309,50.1
2_1_floorplan,234,-
3_5_place_dp,309,50.1
5_1_grt,309,50.1
3_3_place_gp,309,50.1
6_report,309,50.1
## layout by cell type, fill, tap and decap left out, drive strengths merged, types with 2 or more instances in the layout
master,n
nor2,10
nand3,3
ha,44
nor3,2
xnor2,6
a222oi,3
o21a,2
nand2,25
clkdlybuf4s50,32
and2,25
a211oi,2
xor2,3
o21ai,5
a32oi,2
inv,40
a21oi,13
a21o,2
fa,17
a22oi,5
and3,2
## synth_stat cells, types with 2 or more instances
library cell  number  area (um^2)
a21oi_2            2         17.5
nand2_1           25         93.8
nor2_1            10         37.5
a21o_1             2         15.0
fa_1              17          340
and2_1            24          150
xnor2_1            6         52.6
a22oi_1            5         37.5
a211oi_1           2         15.0
a222oi_1           3         30.0
a32oi_1            2         17.5
inv_1             40          150
xor2_1             3         26.3
clkbuf_1           9         33.8
o21a_1             2         15.0
ha_1              44          551
nor3_1             2         10.0
nand3_1            3         15.0
a21oi_1           11         55.1
o21ai_0            5         25.0
## area by class of cell
| type | instances | area, um^2 | share of cell area, % |
|---|---|---|---|
| Multi-Input combinational cell | 185 | 1680 | 75.8 |
| Inverter | 40 | 150 | 6.79 |
| Timing Repair Buffer | 32 | 320 | 14.5 |
| Tap cell | 52 | 65.1 | 2.94 |
## power by group through the flow
stage     clock (mW)  combinational (mW)  sequential (mW)
6_report           0               0.244                0
5_1_grt            0               0.280                0
4_1_cts            0               0.249                0
## how the worst max path moves through the flow
stage           end  cells past startpoint  startpoint  slack (ps)
CTS           Y[14]                     21        a[4]        1780
global route  Y[14]                     20        b[6]        1460
finish        Y[14]                     21        a[4]        1790
## worst max-delay path: stages
cell and delay, ps:
clkdlybuf4s50_1 570, and2_1 250, ha_1 200, nor2_1 100
nor2_1 40, nor2_1 80, o22ai_1 90, fa_1 370
ha_1 280, ha_1 290, ha_1 270, inv_1 50
fa_1 530, inv_1 40, ha_1 350, and4_1 210
a32o_1 200, a2111o_1 400, a21oi_2 160, xnor2_1 120
clkdlybuf4s50_1 480
## kinds of logic (layout without fill, tap and decap cells)
group,after synthesis,after routing
adder cells (fa/ha/maj),62,62
AND-OR/OR-AND,45,45
AND/OR/NAND/NOR,69,69
buffers and inverters,49,72
XOR/XNOR,9,9
Power figures rest on the tool's default switching activity, not on a simulated workload.
